==> flow/design.v <==
module ALU(
    input [4:0] opcode,
    input [18:0] a,
    input [18:0] b,
    input [18:0] pc,
    input [18:0] immediate,
    output reg [18:0] alu_out,
    output reg [18:0] ret_addr
);
    always @(*) begin
        ret_addr = 19'b0;
        case(opcode)
            5'b00000: alu_out <= a + b ;
            5'b00001: alu_out <= a-b;
            5'b00010: alu_out <= a*b;
            5'b00011: alu_out <= a/b;
            5'b00100: alu_out <= a+1;
            5'b00101: alu_out <= a-1;
            5'b00110: alu_out <= a&b;
            5'b00111: alu_out <= a|b;
            5'b01000: alu_out <= a^b;
            5'b01001: alu_out <= ~a;     
           5'b01010: begin                
                    alu_out <= immediate;
           end    
            5'b01011: begin
                if(a==b)            
                    alu_out <= immediate;
                else   alu_out <= pc+1;
            end
            5'b01100: begin         
                    if(a!=b)
                        alu_out <= immediate;
                    else alu_out <= pc+1;  end
            5'b01101: begin                    
                    ret_addr <= pc+1;
                    alu_out  <= immediate;
            end
            5'b01110: begin                        
                    alu_out <= a;
            end
            5'b01111: begin                        
                    alu_out <= immediate;
            end
             5'b10000: begin                          
                    alu_out <= immediate;
            end
        endcase
    end
endmodule
==> flow/run.sh <==
#!/bin/bash
# OpenROAD 26Q1-2900-gdf79404cd8, Yosys 0.63+post, stock flow scripts
make -C /OpenROAD-flow-scripts/flow DESIGN_CONFIG=/design/flow/config.mk WORK_HOME=/design/flow/orfs finish
==> flow/config.mk <==
export PLATFORM = sky130hd
export DESIGN_NAME = ALU
export DESIGN_NICKNAME = ALU
export VERILOG_FILES = /design/flow/design.v
export SDC_FILE = /design/flow/constraint.sdc
export NUM_CORES = 4
export LEC_CHECK = 1
export CORE_UTILIZATION = 30
==> flow/constraint.sdc <==
current_design ALU

set clk_period 5.1
set clk_io_pct 0.2

create_clock -name clk0 -period $clk_period

set non_clock_inputs [all_inputs -no_clocks]
set_input_delay [expr $clk_period * $clk_io_pct] -clock clk0 $non_clock_inputs
set_output_delay [expr $clk_period * $clk_io_pct] -clock clk0 [all_outputs]
==> metrics.cfg <==
[status]
status=finished clean

[synthesis]
yosys_area_um2=19500
synth_flops=19
async_flop_share_pct=0
syn_area_per_cell_um2=7.276
ys_warn_count=1
top_area_share_pct=21.24
ff_type=dlxtn_1
syn_inst=2680
edf_count=0
syn-cell-area_um2=19500
ys_cells=2680
synth_top_cell_by_area=ha_1
ys_top_cells_by_area=ha_1 (21%), fa_1 (13%), xnor2_1 (5.8%)
ys_types=92

[timing]
rsz0062_at_grt=false
tightest_slew_ps=927.6
hold_viol=0
untimed_endpoints=38
unclocked_regs=19
setup_violations=0
slew_headroom_pct=37.68
tns_ps=0
period_minus_slack_ps=4984
max_freq_mhz=200.6
finalClockPeriodUsage_pct=97.73
slew_viol_final=0

[cells_and_area]
largest_reg_flops=19
drive_gt1_share_pct=5.976
nFillCells=6818
area_growth_pct=12.05
final_cell_mix=ha_1 (331), nand2_1 (272), nor2_1 (269)
top_register=alu_out
fin_cells=3618
top_regs=alu_out x19
final-comb-area_um2=17830
regArea_um2=285.3
mostFrequentLayoutCell=ha_1

[global_routing]
met1_usage_pct=32.86
overflow=0
grt_pass1_wl_mm=117.1
grt_pass1_vias=19010
grt.met2_usage_pct=36.61
grt_max_degree=53
use_met3_pct=5.390
gr-usage-all-layers_pct=23.80
grt_busiest_layer=met2
antenna_found_initial=5

[drt]
route.detailed.drc=0
vias_per_cell=5.483
drtAntennaViolNets=0
vias=19840
wire_per_inst_um=21.29
first_pass_iters=8
wl_mm=77.03
first_iter_violations=1383

[setup_path]
path_cells=clkdlybuf4s50_1, ha_1, nand2_1, or2_2, nor2_1, and3_1, nand3_1, xor2_1, nor2_1, clkdlybuf4s50_1
slowest_stage=clkdlybuf4s50_1
cp_max_fo=5
endpoint_kind=output port
worst-setup-path-type=primary input to output port
critPathLaunchType=primary input
worstPathRequired_ps=4080
worstPathArrival_ps=3960
max_stage_delay_ps=580

[placement]
gp_congestion=1.053
io_buffers=119
dpl.cell_count=3616
dp_hpwl_mm=61.37

[hold_path]
hold_start=opcode[0]
worstHoldPathCells=4
hp-class=primary input to output port
holdPathEnd=ret_addr[18]

[floorplan]
fp-utilization_pct=30.30
fp-row-count=93
die_h_um=256.9
die_x_um=256.9
fp.coreArea_um2=64350
dieArea_um2=66020
ioPinCount=119

[run]
maxCapViolCount=0
warnings=73

[clock_tree]
cts_resized=0
post_cts_buffers=0
postCtsHoldBufs=0

[pwr]
leakagePower_uw=0.01001
power_density_nw_per_um2=264.3
peakVddDrop_uv=410.8

==> worst max-delay path: cells and delay by family <==
family / cells / cell delay, ps
and+or+nand+nor: 6 / 1370
buffers and inverters: 2 / 1150
adders and majority gates: 1 / 250
xor gates and xnor gates: 1 / 170
==> cell families after synthesis <==
logic type               Yosys count  synth area share [%]
AND/OR/NAND/NOR                  889                 21.32
AND-OR/OR-AND                    695                 23.77
adder cells (fa/ha/maj)          456                 34.07
buffers and inverters            365                 7.290
XOR/XNOR                         204                 9.163
multiplexers                      52                 2.920
latches                           19                 1.463
==> layout make-up <==
type                            instances  share of cell area (%)
Antenna cell                            2                 0.02291
Inverter                              261                   4.484
Multi-Input combinational cell       2296                   81.59
Sequential cell                        19                   1.306
Tap cell                              855                   4.896
Timing Repair Buffer                  185                   7.697
==> routing by layer <==
metal	vias to the layer above	part of all wire (%)
li1	9628	-
met1	9275	43
met2	768	43
met3	158	9.3
met4	10	4.3
met5	-	0.21
==> power breakdown <==
part	total (µW)	internal, µW	leakage [µW]	switching (µW)
Combinational	5740	2390	0.00986	3340
Sequential	35.9	30.7	0.000154	5.16
Clock	0.0000525	0.0000524	0.0000000127	0
Total	5770	2420	0.0100	3350
==> cells in the mapped netlist, types with 8 or more instances <==
cell type,instances
ha_1,331
nand2_1,272
nor2_1,269
inv_1,256
a21oi_1,193
xnor2_1,129
fa_1,125
o21ai_0,118
nor3_1,77
clkbuf_1,76
xor2_1,75
a21o_1,60
nand3_1,58
o21a_1,50
mux2_2,35
nand2b_1,32
a221oi_1,31
nor2b_1,27
or3_1,26
a31oi_1,25
or2_2,24
and3_1,22
a211oi_1,20
dlxtn_1,19
o211ai_1,19
o21bai_1,19
nand4_1,18
mux2i_1,16
nor4_1,15
buf_2,14
o2111ai_1,14
a22oi_1,13
and2_1,13
o21ai_1,13
o31ai_1,13
o221ai_1,11
o22ai_1,9
a221o_1,8
==> how the worst max path moves through the flow <==
stage      from      endpoint  slack (ps)
5_1_grt   pc[0]  ret_addr[16]          80
6_report  pc[0]  ret_addr[16]         120
4_1_cts   pc[0]  ret_addr[16]         190
==> through the flow <==
stage | worst slack [ps] | hold WS [ps] | utilization [%] | cell area (µm²) | power, µW
after floorplan | 1382 | 2053 | - | 19500 | 4184
after global placement | 214.8 | 3002 | 33.95 | 21840 | 5688
after detailed placement | 210.3 | 3002 | 33.95 | 21840 | 5700
after CTS | 190.2 | 3003 | 33.95 | 21840 | 5745
after global routing | 75.98 | 3062 | 33.95 | 21850 | 6490
final | 115.5 | 3043 | 33.95 | 21850 | 5774
No activity file was given, so power comes from the tool's default toggle rates.
